File: /design/flow/config.mk
export PLATFORM = sky130hd
export DESIGN_NAME = spiking_network
export DESIGN_NICKNAME = spiking_network
export VERILOG_FILES = /design/flow/design.v
export SDC_FILE = /design/flow/constraint.sdc
export NUM_CORES = 4
export LEC_CHECK = 1
export CORE_UTILIZATION = 30
File: /design/flow/constraint.sdc
current_design spiking_network

set clk_period 4.9
set clk_io_pct 0.2

create_clock -name clk0 -period $clk_period [get_ports {clk}]

set non_clock_inputs [all_inputs -no_clocks]
set_input_delay [expr $clk_period * $clk_io_pct] -clock clk0 $non_clock_inputs
set_output_delay [expr $clk_period * $clk_io_pct] -clock clk0 [all_outputs]
File: /design/flow/design.v
module weight_rom (
    input wire [2:0] addr,          
    output reg [2:0] w1, w2, w3     
);
    always @(*) begin
        case (addr)
            3'd0: begin w1 = 3'd2; w2 = 3'd3; w3 = 3'd1; end
            3'd1: begin w1 = 3'd4; w2 = 3'd0; w3 = 3'd5; end
            3'd2: begin w1 = 3'd6; w2 = 3'd1; w3 = 3'd2; end
            3'd3: begin w1 = 3'd7; w2 = 3'd2; w3 = 3'd0; end
            3'd4: begin w1 = 3'd1; w2 = 3'd6; w3 = 3'd3; end
            3'd5: begin w1 = 3'd3; w2 = 3'd5; w3 = 3'd2; end
            3'd6: begin w1 = 3'd0; w2 = 3'd1; w3 = 3'd7; end
            3'd7: begin w1 = 3'd2; w2 = 3'd2; w3 = 3'd2; end
            default: begin w1 = 3'd0; w2 = 3'd0; w3 = 3'd0; end
        endcase
    end
endmodule
module spike_neuron (
    input wire clk,                        
    input wire neuron_input1,             
    input wire neuron_input2,
    input wire neuron_input3,
    input wire [2:0] wght_1i,             
    input wire [2:0] wght_2i,
    input wire [2:0] wght_3i,
    output reg neuron_out                 
);
    parameter V_REST = 6;                 
    parameter V_LEAK = 1;                 
    parameter K_SYN = 1;                  
    parameter V_THRESH = 14;             
    reg [4:0] V_i;                        
    initial begin
        V_i = V_REST;
        neuron_out = 0;
    end
    always @(posedge clk) begin
        neuron_out <= 0;  
        V_i <= V_i + K_SYN * (wght_1i * neuron_input1 + 
                              wght_2i * neuron_input2 + 
                              wght_3i * neuron_input3) - V_LEAK;
        if (V_i >= V_THRESH) begin
            V_i <= V_REST;       
            neuron_out <= 1;     
        end else if (V_i < V_REST) begin
            V_i <= V_REST;       
        end
    end
endmodule
module spiking_network (
    input wire clk,
    input wire [2:0] weight_addr1,       
    input wire [2:0] weight_addr2,       
    input wire neuron_1, neuron_2, neuron_3,  
    output wire neuron_7, neuron_8       
);
    wire [2:0] w1_layer1, w2_layer1, w3_layer1;
    wire [2:0] w1_layer2, w2_layer2, w3_layer2;
    weight_rom rom_layer1 (
        .addr(weight_addr1),
        .w1(w1_layer1), .w2(w2_layer1), .w3(w3_layer1)
    );
    weight_rom rom_layer2 (
        .addr(weight_addr2),
        .w1(w1_layer2), .w2(w2_layer2), .w3(w3_layer2)
    );
    wire neuron_4, neuron_5, neuron_6;
    spike_neuron neuron4 (
        .clk(clk),
        .neuron_input1(neuron_1),
        .neuron_input2(neuron_2),
        .neuron_input3(neuron_3),
        .wght_1i(w1_layer1),
        .wght_2i(w2_layer1),
        .wght_3i(w3_layer1),
        .neuron_out(neuron_4)
    );
    spike_neuron neuron5 (
        .clk(clk),
        .neuron_input1(neuron_1),
        .neuron_input2(neuron_2),
        .neuron_input3(neuron_3),
        .wght_1i(w2_layer1),
        .wght_2i(w3_layer1),
        .wght_3i(w1_layer1),
        .neuron_out(neuron_5)
    );
    spike_neuron neuron6 (
        .clk(clk),
        .neuron_input1(neuron_1),
        .neuron_input2(neuron_2),
        .neuron_input3(neuron_3),
        .wght_1i(w3_layer1),
        .wght_2i(w1_layer1),
        .wght_3i(w2_layer1),
        .neuron_out(neuron_6)
    );
    spike_neuron neuron7 (
        .clk(clk),
        .neuron_input1(neuron_4),
        .neuron_input2(neuron_5),
        .neuron_input3(neuron_6),
        .wght_1i(w1_layer2),
        .wght_2i(w2_layer2),
        .wght_3i(w3_layer2),
        .neuron_out(neuron_7)
    );
    spike_neuron neuron8 (
        .clk(clk),
        .neuron_input1(neuron_4),
        .neuron_input2(neuron_5),
        .neuron_input3(neuron_6),
        .wght_1i(w2_layer2),
        .wght_2i(w3_layer2),
        .wght_3i(w1_layer2),
        .neuron_out(neuron_8)
    );
endmodule
File: /design/flow/run.sh
#!/bin/bash
# OpenROAD 26Q1-2900-gdf79404cd8, Yosys 0.63+post, stock flow scripts
make -C /OpenROAD-flow-scripts/flow DESIGN_CONFIG=/design/flow/config.mk WORK_HOME=/design/flow/orfs finish
==> results.yml <==
# synthesis and place-and-route metrics
status:
  outcome: "finished, final reports clean"
worst_hold_path:
  holdPathStages: 1
  holdCritStartpoint: "neuron5.V_i[4]"
  hp-class: "flip-flop to flip-flop"
  whs_endpoint: "neuron5.neuron_out"
clock_network:
  ctsResizeCount: 0
  cts_htree_levels: 2
  clock_path_buffers: 2
  clkSinkCount: 30
  clk_latency_ns: 0.27
  hold_buffers: 0
  cts_buffers: 5
  cts_tree: "built"
  clk_pin_slew_ns: 0.06
  root_buffer: "clkbuf_8"
  cts_setup_buffers: 0
layout:
  final_common_cell: "inv_1"
  final_cell_mix: "inv_1 (88), ha_1 (52), nand2_1 (33)"
  area_delta_synth_final_pct: 10.9
  drive_gt1_share_pct: 7.76
  stdcell_area_mm2: 0.00345
sta:
  fmax_ghz: 0.227
  rsz0062_at_grt: "false"
  skew_ns: 0.00347
  setup_ws_ns: 0.503
  final.setup.tns_ns: 0
  slew_viol_final: 0
  fin_crit_ns: 4.40
  timing.final.crit_share_pct: 89.7
  slew_headroom_pct: 68.5
  hold_viol: 0
  worstMarginPinSlew_ns: 0.459
  final-setup-viol-count: 0
global_route:
  groute.usage.overall_pct: 9.66
  grt_max_degree: 13
  grt_pass1_wl_um: 8680
  antenna_found_initial: 0
  overflow: 0
  grt_pass1_vias: 2113
die:
  ios: 12
  die_area_mm2: 0.0108
  die_w_um: 104
  core-area_mm2: 0.00991
  fp-row-count: 36
  die_y_um: 104
  fp_util_pct: 31.4
place:
  port_buffers: 11
  place_hpwl_um: 3690
  placed_area_mm2: 0.00337
  gp_congestion: 0.894
  post-place-ws_ns: 0.224
logic_synthesis:
  ys_area_mm2: 0.00311
  synth-edff-count: 0
  yosysTopAreaCell: "ha_1"
  topCellsByArea: "ha_1 (21%), dfxtp_1 (19%), fa_1 (19%)"
  syn_inst: 347
  synth.distinct_cells: 26
  syn_area_mm2: 0.00311
  yosysCellCount: 347
  numSynthFlops: 30
  ys_async_sr_fraction_pct: 0
  ys_seq_share_pct: 19.3
  synth_area_per_cell_um2: 8.96
  yosysWarnings: 2
  dominantRegCellSynth: "dfxtp_1"
  top_cell_area_share_pct: 20.9
worst_setup_path:
  cp.required_ns: 5.06
  r2r_setup_slack_ns: 1.85
  path_cells: "clkdlybuf4s50_1 -> inv_1 -> ha_1 -> mux2i_1 -> nand2_1 -> ha_1 -> fa_1 -> fa_1 -> inv_1 -> ha_1 -> fa_1 -> or2_2"
  reg2reg_depth: 10
  crit_family: "adder cells"
  r2r-end: "neuron7.V_i[2]"
  cpMaxStageDelayCell: "clkdlybuf4s50_1"
  startpoint_type: "primary input"
  slowest_delay_ns: 0.56
  arrival_ns: 4.56
  cp_num_buf_inv: 3
  cp_max_fo: 5
  r2r_start: "neuron6.neuron_out"
  crit_path_end_kind: "flip-flop"
  crit_type: "primary input to flip-flop"
power:
  leakage_nw: 1.79
  ir_drop_mv: 0.202
  power.density_mw_per_mm2: 594
  finalPower_mw: 2.05
route:
  dr.pass1.iters: 4
  vias: 2006
  via_per_inst: 4.06
  antenna_cells: 0
  wl_per_cell_um: 8.83
  drtIter0Drc: 40
  drc: 0
  ant_nets: 0
  routed_wirelength_um: 4360
flow_run:
  drv_cap: 0
  log.warning_count: 35
-- area by class of cell --
class | count | area [µm²]
inverter | 88 | 330
timing repair buffer | 11 | 110
multi-input combinational | 225 | 2160
clock inverter | 2 | 10.0
tap | 133 | 166
sequential | 30 | 601
fill | 992 | 6460
clock buffer | 5 | 68.8
-- stage by stage --
step                std cells  util (%)  hold WS (ns)
global placement          487      34.0         0.490
detailed placement        487      34.0         0.496
global route              494      34.8         0.535
floorplan                 347         -         0.461
finish                    494      34.8         0.502
CTS                       494      34.8         0.508
-- cells by family (layout without fill, tap and decap cells) --
| logic type | Yosys count | in the layout | synth area share, % |
|---|---|---|---|
| AOI/OAI and AO/OA | 29 | 29 | 6.15 |
| xor gates and xnor gates | 10 | 10 | 5.03 |
| adders and majority gates | 82 | 82 | 40.2 |
| buffers and inverters | 92 | 106 | 11.1 |
| DFF | 30 | 30 | 19.3 |
| muxes | 11 | 11 | 3.70 |
| and+or+nand+nor | 93 | 93 | 14.4 |
-- worst register-to-register path, cell delays in order (launching register included) --
cell     delay, ns
dfxtp_1       0.42
o21ai_0       0.13
ha_1          0.33
fa_1          0.57
fa_1          0.43
inv_1         0.07
ha_1          0.16
inv_1         0.05
fa_1          0.47
inv_1         0.04
or2_2         0.28
-- flip-flops by register name (all words and copies together) (netlist names), 5 cells and up --
name and flops:
neuron4.V_i 5, neuron5.V_i 5, neuron6.V_i 5, neuron7.V_i 5, neuron8.V_i 5
-- Yosys cell counts, types with 7 or more instances --
cell / count
and2_1: 8
dfxtp_1: 30
or2_2: 10
fa_1: 30
o21ai_0: 8
mux2i_1: 7
nand3_1: 10
inv_1: 88
ha_1: 52
nand2_1: 33
nor2_1: 18
-- how the worst max path moves through the flow --
stage,startpoint,cells after the start,endpoint
4_1_cts,weight_addr1[1],12,neuron5.V_i[2]
5_1_grt,weight_addr2[1],15,neuron7.V_i[2]
6_report,weight_addr1[1],12,neuron5.V_i[2]
-- power by group --
group / leakage, nW / switching, mW / internal, mW
registers: 0.250 / 0.0642 / 0.360
logic: 1.50 / 0.743 / 0.695
clock network: 0.0438 / 0.0914 / 0.0951
-- layer usage --
metal	global-route usage, %	share of wire, %	wire [µm]	vias to the layer above
li1	-	-	-	1083
met2	13.9	39	1720	24
met1	15.3	56	2420	893
met3	2.24	3.8	164	6
met4	1.63	1.2	54	0
met5	0	0	0	-
No activity file was given, so power comes from the tool's default toggle rates.
