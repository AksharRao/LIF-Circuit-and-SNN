==> flow/design.v <==
module online_hebbian (
    input clk,
    input reset,
    input x0, x1, x2,                   
    output reg spike_out,               
    output reg [7:0] w0, w1, w2         
);
    parameter V_thresh = 10'd100;       
    parameter V_reset  = 10'd0;         
    parameter leak     = 10'd2;         
    parameter eta      = 8'd1;          
    parameter decay_shift = 3;          
    parameter MAX_WEIGHT = 8'd255;      
    reg [9:0] V;  
    wire [9:0] weighted_input0 = x0 ? {2'b00, w0} : 10'd0;  
    wire [9:0] weighted_input1 = x1 ? {2'b00, w1} : 10'd0;  
    wire [9:0] weighted_input2 = x2 ? {2'b00, w2} : 10'd0;  
    wire hebbian_condition0 = x0 & spike_out;
    wire hebbian_condition1 = x1 & spike_out;
    wire hebbian_condition2 = x2 & spike_out;
    wire [7:0] decay_value0 = w0 >> decay_shift;
    wire [7:0] decay_value1 = w1 >> decay_shift;
    wire [7:0] decay_value2 = w2 >> decay_shift;
    reg [8:0] w0_add, w1_add, w2_add;   
    reg [8:0] w0_new, w1_new, w2_new;   
    always @(posedge clk or posedge reset) begin
        if (reset) begin
            V <= V_reset;       
            spike_out <= 1'b0;  
        end else begin
            if (spike_out) begin
                V <= V_reset;
            end else begin
                V <= V - leak + weighted_input0 + weighted_input1 + weighted_input2;
            end
            spike_out <= (V >= V_thresh) ? 1'b1 : 1'b0;
        end
    end
    always @(posedge clk or posedge reset) begin
        if (reset) begin
            w0 <= 8'd10;
            w1 <= 8'd10;
            w2 <= 8'd10;
        end else begin
            w0_add = hebbian_condition0 ? (w0 + eta) : w0;
            w1_add = hebbian_condition1 ? (w1 + eta) : w1;
            w2_add = hebbian_condition2 ? (w2 + eta) : w2;
            w0_new = (w0_add > decay_value0) ? (w0_add - decay_value0) : 9'd0;  
            w1_new = (w1_add > decay_value1) ? (w1_add - decay_value1) : 9'd0;
            w2_new = (w2_add > decay_value2) ? (w2_add - decay_value2) : 9'd0;
            w0 <= (w0_new > MAX_WEIGHT) ? MAX_WEIGHT : w0_new[7:0];
            w1 <= (w1_new > MAX_WEIGHT) ? MAX_WEIGHT : w1_new[7:0];
            w2 <= (w2_new > MAX_WEIGHT) ? MAX_WEIGHT : w2_new[7:0];
        end
    end
endmodule
==> flow/run.sh <==
#!/bin/bash
# OpenROAD 26Q1-2900-gdf79404cd8, Yosys 0.63+post, stock flow scripts
make -C /OpenROAD-flow-scripts/flow DESIGN_CONFIG=/design/flow/config.mk WORK_HOME=/design/flow/orfs finish
==> flow/config.mk <==
export PLATFORM = sky130hd
export DESIGN_NAME = online_hebbian
export DESIGN_NICKNAME = online_hebbian
export VERILOG_FILES = /design/flow/design.v
export SDC_FILE = /design/flow/constraint.sdc
export NUM_CORES = 4
export LEC_CHECK = 1
export CORE_UTILIZATION = 50
==> flow/constraint.sdc <==
current_design online_hebbian

set clk_period 5.4
set clk_io_pct 0.2

create_clock -name clk0 -period $clk_period [get_ports {clk}]

set non_clock_inputs [all_inputs -no_clocks]
set_input_delay [expr $clk_period * $clk_io_pct] -clock clk0 $non_clock_inputs
set_output_delay [expr $clk_period * $clk_io_pct] -clock clk0 [all_outputs]
==> flow report <==
STATUS
-------------------------------------------------------------------------------------
Result of the run                                                        finished, final reports clean

CLOCK NETWORK
-------------------------------------------------------------------------------------
CTS resizes                                                                         0
Number of buffers between clock root and the deepest sink                           2
Clock-pin slew of the registers on the worst-case setup and hold paths        0.07 ns
Post-CTS repair timing setup buffer count                                           0
Num Clock Sinks                                                                    35
Post-cts hold buffer count                                                          0
Later-pin clock latency in the skew report                                    0.29 ns
Number of H-tree branching levels                                                   2
Clock tree from TritonCTS                                                        done
Number of buffers added by the clock tree synthesis step                            5
Root buffer selected by CTS                                                  clkbuf_8

STA
-------------------------------------------------------------------------------------
Tightest slew margin relative to the limit                                      47.9%
Largest clock skew in the final design                                     0.00704 ns
Final tally of max-slew violations                                                  0
Unrepaired setup endpoints after global routing                                 false
Time the worst path needs with I/O delays and setup                           4.50 ns
Final Hold Violating Endpoints                                                      0
Worst slack on hold paths                                                    0.536 ns
Final setup violation count                                                         0
Share of the cycle needed by the critical path after routing                    83.4%
Total Neg Setup Slack                                                            0 ns
Transition time at the pin with the least slew margin                        0.759 ns
Highest Clock Rate                                                          0.222 GHz

ROUTING
-------------------------------------------------------------------------------------
Wirelength per Cell                                                           14.3 um
Number of vias per cell                                                          5.26
Antenna diode count                                                                 0
Number of vias after detailed routing                                            2759
DRC errors left                                                                     0
Router iterations before antenna repair                                             4
Count of nets left with antenna violations after detail routing                     0
Detailed-route wire length                                                    7490 um
Initial DRC count                                                                  89

JOB
-------------------------------------------------------------------------------------
Count of tool warnings                                                             26
Max cap viols                                                                       0

CRITICAL PATH
-------------------------------------------------------------------------------------
Required @ worst endpoint                                                     5.62 ns
Worst Path Max Fanout                                                               9
Worst setup EP type                                                              flop
Maximum single-stage delay on the critical path                               0.54 ns
Reg2reg setup slack                                                           1.63 ns
Class of the most critical setup path                                          in2reg
Data arrival time of the critical path                                        4.72 ns
Cells along the critical path                                            clkdlybuf4s50_1 -> buf_4 -> nand2_1 -> ha_1 -> fa_1 -> inv_1 -> fa_1 -> ha_1 -> a21oi_1 -> o21bai_1 -> a2111oi_0 -> o21ai_0 -> a21oi_1
RR Startpoint                                                                   w0[3]
CP max-delay cell                                                                fa_1
Critical Path End                                                                V[9]
Worst reg2reg path depth                                                           12
Launching element type of the critical path                              primary input
Setup crit start                                                                   x0
Endpoint of the worst-slack reg-to-reg timing path                               V[9]

FINAL LAYOUT
-------------------------------------------------------------------------------------
Non-filler cells, final                                                           525
Fraction of layout cells with a size suffix above 1                             6.99%
Register area                                                                883 um^2
Most frequent cells in the layout                                        inv_1, ha_1, a21oi_1
Top logic cell by instance count in the layout                                  inv_1
Combinational gate area                                                  0.00243 mm^2
Fill cell count                                                                   611
Cell area after layout                                                   0.00405 mm^2
Relative area change from synthesis to final layout                             14.4%

YOSYS
-------------------------------------------------------------------------------------
Portion of the post-synthesis area used by sequential elements                  25.0%
Fraction of the mapped netlist area in compound gates                           13.9%
Area share of the leading cell type in the synthesized netlist                  20.5%
Largest combinational cell category by area                               adder cells
Post-synth EDFFs                                                                    0
Mean cell area of the mapped netlist                                        8.93 um^2
Fraction of synthesized cell area in xor and xnor cells                         9.66%
Yosys top cell by area                                                        dfrtp_1
Synthesized instance count                                                        396
Netlist Area Pre-Place                                                   0.00354 mm^2
Synth Register Bits                                                                35
Mux area share                                                                  2.16%
Yosys warning tally                                                                 1
Cell types with the largest area share after synthesis                   dfrtp_1, ha_1, fa_1, xnor2_1, inv_1
Number of different library cells in the post-synthesis netlist                    53
Chip area line of the yosys report                                       0.00354 mm^2
Simple-gate area share of the yosys netlist                                     19.2%
Synth Flop Type                                                               dfrtp_1
Ys async rst share                                                               100%
Number of cell instances after yosys synthesis                                    396
Area fraction in full adders, half adders and majority gates                    23.8%

GLOBAL ROUTING
-------------------------------------------------------------------------------------
Vias in the first global route                                                   2723
Total global-route track usage                                                  24.1%
Final global-route overflow total                                                   0
Wire length of the first global-routing pass                                 13600 um
Initial antenna violation count                                                     0
Pin count of the biggest net entering global routing                               36

PLACE
-------------------------------------------------------------------------------------
Post-place instance area                                                 0.00393 mm^2
Cell total after placement                                                        517
Placer's final routability congestion estimate                                  0.833
Half-perimeter wire length of the detailed placement result                   5740 um
Number of port buffers                                                             29

FLOORPLANNING
-------------------------------------------------------------------------------------
Top-Level Pins                                                                     30
Cell Rows                                                                          30
Full die area                                                            0.00741 mm^2
Initial core utilization                                                        51.8%
Height of the die                                                             86.1 um
Area inside the core boundary                                            0.00683 mm^2
Horizontal die dimension                                                      86.1 um

HOLD PATH
-------------------------------------------------------------------------------------
Path class of the lowest-slack min-delay path                                 reg2reg
Hold Path Depth                                                                     2
Origin of the worst min-delay path                                               V[7]

## metrics by stage
step                      setup WS, ns  util (%)
after floorplan                   1.09         -
after global placement           0.668      57.5
after detailed placement         0.603      57.5
after CTS                        0.890      59.2
after global routing             0.528      59.2
final                            0.896      59.2
## layer usage
metal  part of all wire, %  global-route usage (%)  routed length [um]
met5                     0                       0                   0
met3                   2.5                    2.15                 188
met4                   1.1                    1.82                  79
met2                    44                    36.9                3320
met1                    52                    40.5                3900
## state kept, by name (all words and copies together) (netlist names)
register,flops
V,10
spike_out,1
w0,8
w1,8
w2,8
## final cells by class
class / count / share of cell area, %
multi-input cells: 306 / 60.1
flip-flops and latches: 35 / 21.8
repair buffers: 32 / 7.73
inverters: 48 / 4.45
well taps: 96 / 2.97
clock buffers: 6 / 2.04
clock inverters: 2 / 0.866
## cells in the mapped netlist (3+ instances only)
master / n
or3_1: 4
ha_1: 37
xor2_1: 12
o21ai_0: 8
clkbuf_1: 4
a21oi_1: 34
nor3_1: 5
and2_1: 14
nor4_1: 3
o211ai_1: 3
nor2_1: 25
nand3_1: 13
o21bai_1: 5
and3_1: 7
fa_1: 19
nand4_1: 5
a211oi_1: 3
dfstp_2: 6
inv_1: 47
a21o_1: 6
dfrtp_1: 29
nand2_1: 33
nor2b_1: 5
mux2_2: 5
xnor2_1: 27
## worst max-delay path, delay by kind of cell
kind	cells	cell delay (ns)
simple gates	1	0.08
buf+inv	3	0.77
compound gates	5	1.13
fa+ha+maj	4	1.66
## worst min path at each step
| stage | end | slack (ns) |
|---|---|---|
| 6_report | spike_out | 0.54 |
| 4_1_cts | spike_out | 0.54 |
| 5_1_grt | spike_out | 0.56 |
## cell families (layout without fill, tap and decap cells)
logic type | Yosys count | in the layout
and+or+nand+nor | 129 | 129
AOI/OAI and AO/OA | 75 | 75
adders and majority gates | 56 | 56
buffers and inverters | 55 | 88
xor gates and xnor gates | 39 | 39
DFF | 35 | 35
muxes | 7 | 7
