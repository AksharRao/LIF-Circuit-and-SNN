**flow/run.sh**
```bash
#!/bin/bash
# OpenROAD 26Q1-2900-gdf79404cd8, Yosys 0.63+post, stock flow scripts
make -C /OpenROAD-flow-scripts/flow DESIGN_CONFIG=/design/flow/config.mk WORK_HOME=/design/flow/orfs finish
```
**flow/config.mk**
```make
export PLATFORM = sky130hd
export DESIGN_NAME = LIF_Neuron
export DESIGN_NICKNAME = LIF_Neuron
export VERILOG_FILES = /design/flow/design.v
export SDC_FILE = /design/flow/constraint.sdc
export NUM_CORES = 4
export LEC_CHECK = 1
export CORE_AREA = 10 10 80 80
export DIE_AREA = 0 0 90 90
```
**flow/constraint.sdc**
```tcl
current_design LIF_Neuron

set clk_period 6.2
set clk_io_pct 0.2

create_clock -name clk0 -period $clk_period [get_ports {clk}]

set non_clock_inputs [all_inputs -no_clocks]
set_input_delay [expr $clk_period * $clk_io_pct] -clock clk0 $non_clock_inputs
set_output_delay [expr $clk_period * $clk_io_pct] -clock clk0 [all_outputs]
```
**flow/design.v**
```verilog
module LIF_Neuron (
    input clk,
    input reset,
    input [7:0] input_current,
    output reg spike
);
    reg [7:0] membrane_potential;
    parameter THRESHOLD = 8'd128;       
    parameter LEAK = 8'd1;              
    parameter REFRACTORY_CYCLES = 3;    
    reg [2:0] refractory_counter;
    wire in_refractory = (refractory_counter != 0);
    always @(posedge clk or posedge reset) begin
        if (reset) begin
            membrane_potential <= 8'd0;
            spike <= 1'b0;
            refractory_counter <= 3'd0;
        end else begin
            if (in_refractory) begin
                spike <= 1'b0;
                refractory_counter <= refractory_counter - 1;
            end else if (membrane_potential >= THRESHOLD) begin
                spike <= 1'b1;
                membrane_potential <= 8'd0;
                refractory_counter <= REFRACTORY_CYCLES;
            end else begin
                spike <= 1'b0;
                if (membrane_potential > LEAK)
                    membrane_potential <= membrane_potential - LEAK + input_current;
                else
                    membrane_potential <= input_current;
            end
        end
    end
endmodule
```
==> results_slide.txt <==
Flow Results at a Glance

Clock network
  • Post_cts resized: 0
  • Number of sinks on the clock net: 12
  • Hold buffers post-CTS: 0
  • Cell chosen for the clock root: clkbuf_8
  • Largest buffer count on any clock path: 2
  • Htree depth: 1
  • CTS buffer count: 3
  • Worst-path clk slew: 0.05 ns
  • Worst-Skew Late Latency: 0.23 ns
  • CTS tree: yes
  • Postcts setup bufs: 0

Setup path
  • Worst R2R Setup Slack: 3.85 ns
  • Worst path slowest cell: clkdlybuf4s50_1
  • Worst Path Arrival: 3.57 ns
  • Worst setup SP type: primary input
  • Setup Crit Path Kind: in -> reg
  • Worst R2R End: membrane_potential[5]
  • CP required: 6.32 ns
  • Critical Path, Cell by Cell: clkdlybuf4s50_1 -> inv_1 -> ha_1 -> inv_1 -> ha_1 -> fa_1 -> a21o_2 -> a21oi_1 -> xor2_1 -> o21ai_1 -> a22o_1
  • Worst r2r src: membrane_potential[1]
  • Cell depth of the worst flop-to-flop path: 10
  • CP max FO: 3
  • Element type at the critical path end: flop
  • CP max stage delay: 0.47 ns

STA
  • RSZ-0062 raised after global routing: false
  • Setup TNS: 0 ns
  • Post-layout min period: 3.45 ns
  • Hold_ws: 0.462 ns
  • Hold Vio Cnt, Final: 0
  • Max Slew Vio Count: 0
  • Finish-stage setup viols: 0
  • Slew headroom: 0.674
  • Clock Skews: 0.00251 ns
  • Peak Freq: 290 MHz
  • Cycle use final: 0.556
  • Worst slew pin tran: 0.490 ns

Job
  • Number of max-cap violations: 0
  • Tool warning count: 26

Global route
  • GRT overflow: 0
  • Largest net degree at the start of global routing: 13
  • Vias in the first global route: 699
  • Initial antenna violation count: 0
  • Global-route wire length before repair: 3260 µm
  • Global Route Usage Sum: 0.0472

Logic synthesis
  • Syn Area/Cell: 8.49 µm²
  • Post-synthesis cell area: 0.00101 mm²
  • EDFF count, synth: 0
  • Cell count in the Yosys report: 119
  • Post-synth cell types: 31
  • Flops after synth: 12
  • Cells after Synth: 119
  • Commonest flop: dfrtp_1
  • Async set or reset register ratio after synthesis: 1.00
  • Register area share after synthesis: 0.297
  • Yosys warns: 1
  • Area reported by Yosys stat: 0.00101 mm²

Detailed routing
  • DRC violation count after routing: 0
  • Initial DRC count: 42
  • Post-Route WL: 1900 µm
  • Via density: 3.93
  • 1st-pass router iterations: 4
  • WL/cell: 9.65 µm
  • N_diodes: 0
  • Vias: 775
  • ANT nets after route: 0

Floorplan
  • Full die area: 0.00810 mm²
  • Die height: 90 µm
  • Core Box Area: 0.00472 mm²
  • Die W: 90 µm
  • Initial Utilization: 0.214
  • # rows: 25
  • I/O pin count: 11

Min path
  • WHS Path Cells: 1
  • Worst min path class: reg -> reg
  • Hold Startpoint: refractory_counter[0]
  • Worst hold endpoint: refractory_counter[0]

Cells and area
  • Finished Core Util: 0.259
  • Finished Layout Cells: 197
  • FF/Latch Area: 300 µm²
  • FILL cells: 512
  • Combinational gate area: 586 µm²
  • Share of layout cells above drive strength 1: 0.0769
  • Area delta synth->final: 21.2%

Placed design
  • Buffers on Ports: 10
  • RD Place Congestion: 0.817
  • Placed cells: 194
  • Final HPWL DP: 1550 µm

Run status
  • Status: complete, no violations

Power
  • Max rail drop VDD: 150 µV
  • LEAKAGE: 0.619 nW
  • Pwr Density: 445 mW/mm²
[layout make-up]
cell class / instances / share of cell area
Clock buffer: 3 / 0.0337
Inverter: 30 / 0.0920
Multi-Input combinational cell: 75 / 0.479
Sequential cell: 12 / 0.245
Tap cell: 67 / 0.0685
Timing Repair Buffer: 10 / 0.0818
[stage by stage]
step,setup WS [ns],power (W),cell area [µm²]
4_1_cts,2.76,0.000552,1220
3_5_place_dp,2.52,0.000479,1180
5_1_grt,2.59,0.000610,1220
6_report,2.75,0.000545,1220
3_3_place_gp,2.52,0.000478,1180
2_1_floorplan,3.14,0.000416,1010
[cells in the mapped netlist, types with 2 or more instances]
master    count  area (µm²)
mux2i_1       3        30.0
a21o_1        2        15.0
dfrtp_1      12         300
nand2b_1      2        12.5
a22o_1        4        35.0
nand2_1       9        33.8
ha_1         15         188
o21ai_0       4        20.0
a21oi_1       5        25.0
o21ai_1       5        25.0
nor2_1        6        22.5
xor2_1        3        26.3
nor3_1        2        10.0
inv_1        30         113
[worst max-delay path by stage]
stage | start | to | slack (ns) | cells after the start
6_report | input_current[1] | membrane_potential[5] | 2.75 | 11
5_1_grt | input_current[1] | membrane_potential[5] | 2.59 | 11
4_1_cts | input_current[1] | membrane_potential[5] | 2.76 | 11
[worst max-delay path: cells and delay by family]
kind                     cells  cell delay (ns)
buffers and inverters        3             0.56
adder cells (fa/ha/maj)      3             0.94
XOR/XNOR                     1             0.17
AND-OR/OR-AND                4             0.67
[cell families after synthesis]
kind of cell	share of synthesized area
AOI/OAI and AO/OA	0.182
xor gates and xnor gates	0.0260
adders and majority gates	0.206
buffers and inverters	0.123
DFF	0.297
muxes	0.0409
and+or+nand+nor	0.125
[metal layers]
metal / global-route usage / wire, µm
met5: 0 / 0
met4: 0.00796 / 29
met3: 0.0117 / 51
met2: 0.0642 / 767
met1: 0.0736 / 1050
[report_power, final]
part | switching (W) | total (W) | internal, W
Combinational | 0.000182 | 0.000339 | 0.000158
Sequential | 0.0000243 | 0.000137 | 0.000113
Clock | 0.0000257 | 0.0000683 | 0.0000426
Total | 0.000232 | 0.000545 | 0.000313
[cell usage in the layout (no fill, tap or decap), types with 2 or more instances in the layout]
master	count
a21o_1	2
o21ai_0	4
dfrtp_1	12
clkbuf_8	3
ha_1	15
nor2_1	6
nor3_1	2
inv_1	30
mux2i_1	3
nand2_1	9
nand2b_1	2
clkdlybuf4s50_1	10
a21oi_1	5
a22o_1	4
xor2_1	3
o21ai_1	5
[flip-flops by register name (all words and copies together) (netlist names)]
name / count
membrane_potential: 8
refractory_counter: 3
spike: 1
Power and IR drop assume default switching activity.
